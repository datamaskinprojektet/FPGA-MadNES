`design/flow/run.sh`:
```
#!/bin/bash
# OpenROAD 26Q1-2900-gdf79404cd8, Yosys 0.63+post, stock flow scripts
make -C /OpenROAD-flow-scripts/flow DESIGN_CONFIG=/design/flow/config.mk WORK_HOME=/design/flow/orfs finish
```
`design/flow/config.mk`:
```
export PLATFORM = sky130hd
export DESIGN_NAME = tam_memory
export DESIGN_NICKNAME = tam_memory
export VERILOG_FILES = /design/flow/design.v
export SDC_FILE = /design/flow/constraint.sdc
export NUM_CORES = 4
export LEC_CHECK = 1
export CORE_UTILIZATION = 30
export SYNTH_MEMORY_MAX_BITS = 65536
```
`design/flow/constraint.sdc`:
```
current_design tam_memory

set clk_period 93.7
set clk_io_pct 0.2

create_clock -name clk0 -period $clk_period [get_ports {clk}]

set non_clock_inputs [all_inputs -no_clocks]
set_input_delay [expr $clk_period * $clk_io_pct] -clock clk0 $non_clock_inputs
set_output_delay [expr $clk_period * $clk_io_pct] -clock clk0 [all_outputs]
```
`design/flow/design.v`:
```
`timescale 1ns / 1ps
module tam_memory(
    input wire clk,               
    input wire[10:0]  read_addr,   
    input wire[10:0]  write_addr,  
    input wire[15:0] write_data,
    input wire  write_enable,
    output reg [15:0] read_data
);
(* RAM_STYLE="BLOCK" *)
reg[15:0] TAM_RAM [1199:0];
    always_ff @(posedge clk) begin
        if(write_enable) begin
            TAM_RAM[write_addr] <= write_data;
        end
    end
    always_comb begin
        read_data = { TAM_RAM[read_addr] };
    end
endmodule
```
==> results.yml <==
# generated from flow reports
status:
  status: "finished, violations left"
  violations: "max-capacitance violations, max-slew violations"
die:
  chip_area_mm2: 2.46
  core_area_mm2: 2.45
  die_y_um: 1570
  dieWidth_um: 1570
  io_pins: 56
  fp_util_pct: 30.1
  rows: 575
worst_setup_path:
  cp_max_fo: 66
  arrival_ps: 29640
  cp-end-kind: "output port"
  cpPeakStageDelay_ps: 690
  crit_required_ps: 74960
  crit_type: "in2out"
  path_buffers: 15
  cp_common_cell: "buf_4"
  critPathTopFamily: "buffers and inverters"
  path_cells: "buf_16 > buf_4 > buf_4 > buf_4 > buf_12 > buf_4 > buf_4 > buf_4 > buf_4 > buf_4 > buf_4 > buf_4 > mux4_2 > and2_1 > o22ai_1 > a21oi_1 > a211oi_1 > o31ai_2 > nor4b_2 > buf_4 > a211oi_4 > buf_4 > clkdlybuf4s50_1"
  startpoint_type: "input port"
  timing.critical_path.from: "read_addr[0]"
  cpMaxStageDelayCell: "buf_4"
logic_synthesis:
  syn_area_mm2: 0.737
  synth_cell_types: 75
  flop_cell: "edfxtp_1"
  synth_top_area_share_pct: 78.2
  yosys-stat-cells: 32000
  syn_inst: 32000
  synth.avg_cell_area_um2: 23.0
  ys_warn_count: 1
  synth_flops: 19200
  ys_seq_share_pct: 78.2
  area_leaders: "edfxtp_1 78%, mux4_2 15%, mux2i_1 1.2%"
  ys_area_mm2: 0.737
  synth-async-reset-ratio_pct: 0
  synth_area_leader_cell: "edfxtp_1"
  synth-edff-count: 19200
  yosysMostFrequentCell: "edfxtp_1"
  common_cells: "19.2k x edfxtp_1, 5058 x mux4_2, 1670 x nor2_1"
final_timing:
  tightest_slew_ps: 1500
  max_freq_mhz: 20.7
  relSlewSlack_pct: -0.0359
  finalSetupTns_ps: 0
  rsz0062_at_grt: "false"
  period_used_pct: 51.6
  final_hold_viol_count: 0
  final_max_slew_viol_count: 4
  finalSetupViolCount: 0
  layout_min_cycle_time_ps: 48380
routing:
  drtIter0Drc: 27300
  via_count: 363000
  wl_per_cell_um: 34.8
  drt-vias-per-instance: 5.22
  drc_errors: 0
  detail-route-antenna-nets: 0
  wl_um: 2420000
  first_pass_iters: 9
placement:
  place.gp.congestion: 0.936
  dp_cells: 65600
  dpl.hpwl_um: 1540000
  io_buffer_count: 55
worst_hold_path:
  min_from: "write_data[4]"
  hold_path.class: "in2reg"
  holdPathStages: 1
  hold_end: "TAM_RAM[147][4]$_DFFE_PP_"
clocking:
  cts_tree: "done"
  ctsResizeCount: 0
  cts_root_buffer: "clkbuf_16"
  cts_setup_buffers: 0
  clockBufferDepth: 6
  cts_hold_buffers: 0
  cts.sinks: 19200
  cts-buffers-inserted: 1891
  ctsHtreeMaxLevel: 7
  clkTransAtPathRegs_ps: 60
global_routing:
  grt_max_degree: 153
  grt_pass1_wl_um: 3270000
  overflow: 0
  grt_pass1_vias: 401000
  gr-usage-all-layers_pct: 20.9
  antenna_found_initial: 319
cells_and_area:
  layout-drive-gt1-share_pct: 32.1
  reg_top3: "TAM_RAM: 19200 flops"
  regMostFlops: "TAM_RAM"
  instances_no_fill: 69500
  area_delta_synth_final_pct: 15.9
  largest_register_ff_count: 19200
pwr:
  power_density_mw_per_mm2: 20.9
  p_leak_nw: 262
  fin_total_pwr_mw: 17.8
  ir_worst_vdd_v: 0.0000187
job:
  cap_viol_max_count: 1
  warning_count: 83
## worst max-delay path by stage
stage,slack (ps),endpoint,cells after the start
CTS,45090,read_data[15],23
finish,45320,read_data[15],23
global route,44610,read_data[15],23
## cells in the final DEF (no fill, tap or decap), types with 359 or more instances in the layout
master,instances
buf_4,2802
clkbuf_16,1902
clkinv_1,442
clkinv_2,359
diode_2,602
edfxtp_1,19200
mux2i_1,882
mux4_2,5058
nand2_1,615
nor2_1,934
nor2_2,717
## kinds of logic (layout without fill, tap and decap cells)
kind of cell           after synthesis  in the layout  synth area share (%)
and+or+nand+nor                   2824           2824                  1.58
buffers and inverters             1930           6290                  1.41
DFF                              19200          19200                  78.2
muxes                             6111           6111                  16.9
AOI/OAI and AO/OA                 1919           1919                  1.84
other                                0            602                     0
## through the flow
stage                     util (%)  cell area, um^2  worst slack, ps  hold WS, ps
final                         34.9           854000            45320        17740
after global routing          34.8           853000            44610        17710
after CTS                     34.8           853000            45090        17660
after detailed placement      32.4           794000            45150        19160
after global placement        32.4           794000            44860        19150
after floorplan                  -           737000            53320        18840
## area by class of cell
type,count,area [um^2]
fillers,221000,1600000
flip-flops and latches,19200,577000
multi-input cells,10900,153000
clock buffers,2254,48900
well taps,32600,40800
repair buffers,2912,22800
clock inverters,1113,10100
diodes,602,1510
inverters,11,85.1
## power by group
group,internal (mW),switching (mW)
Clock,4.17,3.20
Sequential,9.45,0.000660
Combinational,0.306,0.687
Total,13.9,3.88
## metal layers
layer | global-route usage (%) | vias up | share of wire [%]
met4 | 11.0 | 402 | 6.5
met5 | 9.07 | - | 0.91
met1 | 16.7 | 181000 | 25
met2 | 28.3 | 32800 | 43
met3 | 23.5 | 5354 | 25
li1 | - | 143000 | -
Power is estimated from default activity; no workload was simulated.

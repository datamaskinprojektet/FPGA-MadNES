===== flow/design.v =====
`timescale 1ns / 1ps
module bram_16x256(
    input clk,
    input [7:0] write_addr,
    input [15:0] write_data,
    input write_enable,
    input [7:0] read_addr,
    output reg [15:0] read_data
);
(* ram_style = "block" *)
reg [15:0] memory [255:0];
always_ff @(posedge clk) begin
    if (write_enable) begin
        memory [write_addr] <= write_data;
    end
    read_data <= memory [read_addr];
end
endmodule
`timescale 1ns / 1ps
module oam_memory(
    input wire clk,               
    input wire reset,
    input wire[5:0]  read_addr,   
    input wire[6:0]  write_addr,  
    input wire[15:0] write_data,
    input wire  write_enable,
    output reg [31:0] read_data
);
wire enable [1:0];
generate;
    genvar i;
    for(i=0; i<2; i++) begin: myram_gen
        assign enable[i] = write_enable && (write_addr[0] == i);
        bram_16x256 myram (
            .clk(clk),
            .write_addr({2'b00,write_addr[6:1]}),
            .write_data(write_data),
            .write_enable(enable[i]),
            .read_addr({2'b00,read_addr}),
            .read_data(read_data[16*i+15 -: 16])
        );
    end
endgenerate
endmodule

===== flow/run.sh =====
#!/bin/bash
# OpenROAD 26Q1-2900-gdf79404cd8, Yosys 0.63+post, stock flow scripts
make -C /OpenROAD-flow-scripts/flow DESIGN_CONFIG=/design/flow/config.mk WORK_HOME=/design/flow/orfs finish

===== flow/config.mk =====
export PLATFORM = sky130hd
export DESIGN_NAME = oam_memory
export DESIGN_NICKNAME = oam_memory
export VERILOG_FILES = /design/flow/design.v
export SDC_FILE = /design/flow/constraint.sdc
export NUM_CORES = 4
export LEC_CHECK = 1
export CORE_UTILIZATION = 30
export SYNTH_MEMORY_MAX_BITS = 65536

===== flow/constraint.sdc =====
current_design oam_memory

set clk_period 13.7
set clk_io_pct 0.2

create_clock -name clk0 -period $clk_period [get_ports {clk}]

set non_clock_inputs [all_inputs -no_clocks]
set_input_delay [expr $clk_period * $clk_io_pct] -clock clk0 $non_clock_inputs
set_output_delay [expr $clk_period * $clk_io_pct] -clock clk0 [all_outputs]

==> tab_implementation.tex <==
% Yosys + OpenROAD metrics
\begin{tabular}{lr}
\hline
Metric & Value \\
\hline
\multicolumn{2}{l}{\textbf{Worst setup path}} \\
Capturing point of the worst reg2reg path & myram\_gen[1].myram.read\_data[3] \\
Startpoint of the worst register-to-register path & myram\_gen[1].myram.memory[39][3] \\
Signal arrival time at the worst endpoint & 6.90 ns \\
Register-to-Register Path Depth & 5 \\
Worst setup slack for register-to-register paths & 11.35 ns \\
Kind of start point of the critical path & input port \\
Class of the most critical setup path & input port to flop \\
Worst Path Max Fanout & 63 \\
Required time of the critical path & 14.44 ns \\
Critical Path Sink Type & flop \\
\multicolumn{2}{l}{\textbf{CTS}} \\
Post-CTS setup buffer count & 0 \\
CTS buffer count & 199 \\
CTS clock-pin slew for the worst setup and hold paths & 0.06 ns \\
TritonCTS clock tree & built \\
Insertion delay of the later-clocked pin in the worst-skew pair & 0.85 ns \\
Buffer cell driving the clock tree root & sky130\_fd\_sc\_hd\_\_clkbuf\_16 \\
CTS Buffer Depth & 3 \\
Deepest level of the CTS H-tree & 4 \\
Clock net sink count & 2080 \\
Post-CTS sizing & 0 \\
Hold Buf Count CTS & 0 \\
\multicolumn{2}{l}{\textbf{Synthesis}} \\
Commonest cells in the netlist & sky130\_fd\_sc\_hd\_\_edfxtp\_1 (2048), sky130\_fd\_sc\_hd\_\_mux4\_2 (488), sky130\_fd\_sc\_hd\_\_nor2\_1 (202) \\
Most popular library cell in the synthesized design by count & sky130\_fd\_sc\_hd\_\_edfxtp\_1 \\
Post-synthesis sequential element count & 2080 \\
Area share of the largest cell type after synthesis & 0.7774 \\
Seq/Total Area, Yosys & 0.7855 \\
Yosys top cell by area & sky130\_fd\_sc\_hd\_\_edfxtp\_1 \\
Number of different library cells in the post-synthesis netlist & 38 \\
Yosys synthesis chip area & 79110 µm² \\
Number of standard cells reported by yosys & 3543 \\
Yosys warning tally & 4 \\
Synthesized area per cell & 22.33 µm² \\
Post-Synthesis Cell Area & 79110 µm² \\
Async set or reset register ratio after synthesis & 0 \\
Most common reg cell & sky130\_fd\_sc\_hd\_\_edfxtp\_1 \\
Most area-consuming cells after synthesis & sky130\_fd\_sc\_hd\_\_edfxtp\_1 (78\%), sky130\_fd\_sc\_hd\_\_mux4\_2 (14\%), sky130\_fd\_sc\_hd\_\_mux2i\_1 (1.5\%), sky130\_fd\_sc\_hd\_\_nor2\_1 (0.96\%), sky130\_fd\_sc\_hd\_\_dfxtp\_1 (0.81\%) \\
Synthesized instance count & 3543 \\
Count of flip-flops with a built-in enable after synthesis & 2048 \\
\multicolumn{2}{l}{\textbf{Finish}} \\
Layout Cells excl Fill & 7539 \\
Final Core Density & 0.3474 \\
P\&R area growth vs syn & 15.17\% \\
Layout cell share with drive strength beyond 1 & 0.2737 \\
Final design area excluding fillers & 91100 µm² \\
Fill cell instance count of the final layout & 23750 \\
\multicolumn{2}{l}{\textbf{Min path}} \\
Endpoint of the worst hold-timing path & myram\_gen[0].myram.read\_data[6] \\
Hold depth & 4 \\
Min-Delay Startpoint & myram\_gen[0].myram.memory[8][6] \\
Class of the most critical hold timing path & flop to flop \\
\multicolumn{2}{l}{\textbf{Detailed routing}} \\
Routed wire length per instance & 26.89 µm \\
Violation count after the first detailed-route iteration & 2461 \\
Total routed wirelength & 202800 µm \\
Vias post-DR & 37390 \\
DRT Pass-1 Iters & 8 \\
Number of remaining DRC errors & 0 \\
Number of vias per cell after detailed routing & 4.960 \\
Count of nets left with antenna violations after detail routing & 0 \\
\multicolumn{2}{l}{\textbf{Final timing}} \\
Final-layout setup total negative slack & 0 ns \\
Final worst-path cycle share & 0.4494 \\
Layout Skew & 0.03961 ns \\
Final number of setup-violating endpoints & 0 \\
Setup repair after global routing missed its margin & false \\
Final hold vios & 0 \\
Min Tclk post-route & 6.157 ns \\
Transition time of the tightest slew-check pin & 1.043 ns \\
Maximum clock frequency & 162.4 MHz \\
Max\_slew headroom & 0.3025 \\
Final tally of max-slew violations & 0 \\
\multicolumn{2}{l}{\textbf{Status}} \\
Result of the run & completed \\
\multicolumn{2}{l}{\textbf{Die}} \\
Initial standard-cell utilization of the core & 0.3016 \\
Number of rows in the core area & 188 \\
Ports & 64 \\
Standard cell core area & 262300 µm² \\
Die Width & 515.5 µm \\
Vertical extent of the die & 515.5 µm \\
Die Area & 265700 µm² \\
\multicolumn{2}{l}{\textbf{Placement}} \\
Detail Placement HPWL & 118600 µm \\
Standard cell area after detailed placement & 84980 µm² \\
Final RePlAce weighted congestion & 0.8508 \\
Port Buffer Count & 62 \\
Cell count after placement & 7157 \\
\multicolumn{2}{l}{\textbf{Power and ir drop}} \\
Worst voltage drop across the vdd grid & 0.1361 mV \\
Leakage power & 0.02808 µW \\
Total power density per cell area & 141.1 nW/µm² \\
\multicolumn{2}{l}{\textbf{Global routing}} \\
GRT Total Usage & 0.1659 \\
GRT overflow & 0 \\
Global-route wire length before repair & 291200 µm \\
Number of global-route vias before repair & 41250 \\
Maximum number of pins on one net before global-route repair & 89 \\
Number of antenna violations at the first check in global routing & 15 \\
\multicolumn{2}{l}{\textbf{Flow run}} \\
Max-cap viol count & 0 \\
Number of warnings the tools reported & 27 \\
\hline
\end{tabular}
[sequential cells by signal, summed over array words and instances, names as in the netlist]
register                   cells
myram_gen.myram.read_data     32
myram_gen.myram.memory      2048
[worst max path at each step]
stage,start,end,slack (ns),depth (start not counted)
final,read_addr[1],myram_gen[0].myram.read_data[9],7.54,10
after global routing,read_addr[0],myram_gen[0].myram.read_data[4],7.33,9
after CTS,read_addr[1],myram_gen[0].myram.read_data[9],7.50,10
[power by group]
part	switching, µW	internal, µW
combinational	413	230
clock	2330	2840
sequential	17.2	7020
total	2760	10100
[cells by family (layout without fill, tap and decap cells)]
logic type / Yosys count / in the layout / share of synthesized area
muxes: 640 / 640 / 0.1586
and+or+nand+nor: 324 / 324 / 0.01748
other: 0 / 9 / 0
AOI/OAI and AO/OA: 288 / 288 / 0.02401
buffers and inverters: 211 / 683 / 0.01435
DFF: 2080 / 2080 / 0.7855
[placed cells by master (no fill, tap or decap), types with 16 or more instances in the layout]
cell                              instances
sky130_fd_sc_hd__mux2_2                  30
sky130_fd_sc_hd__clkbuf_16              201
sky130_fd_sc_hd__o221ai_1                33
sky130_fd_sc_hd__edfxtp_1              2048
sky130_fd_sc_hd__clkinv_2                25
sky130_fd_sc_hd__nor2_1                 147
sky130_fd_sc_hd__clkinv_1                60
sky130_fd_sc_hd__dfxtp_1                 32
sky130_fd_sc_hd__nor3_1                  16
sky130_fd_sc_hd__o22ai_1                 64
sky130_fd_sc_hd__nor2_2                  55
sky130_fd_sc_hd__clkbuf_1                54
sky130_fd_sc_hd__mux4_2                 488
sky130_fd_sc_hd__a21oi_1                 61
sky130_fd_sc_hd__a221oi_1                47
sky130_fd_sc_hd__mux2i_1                122
sky130_fd_sc_hd__clkdlybuf4s50_1         41
sky130_fd_sc_hd__o21ai_0                 45
sky130_fd_sc_hd__nand2_1                 46
sky130_fd_sc_hd__buf_4                  246
[stage by stage]
step / power, µW / hold WS (ns) / setup slack, ns
6_report: 12860 / 0.7935 / 7.543
5_1_grt: 13230 / 0.8515 / 7.327
4_1_cts: 12970 / 0.8105 / 7.498
3_5_place_dp: 7830 / 0.8213 / 6.587
3_3_place_gp: 7821 / 0.8044 / 6.522
2_1_floorplan: 7496 / 0.7389 / 9.210
[cell type report]
| cell class | instances | area, µm² | share of cell area |
|---|---|---|---|
| clock inverters | 116 | 845.8 | 0.009284 |
| multi-input cells | 1252 | 15990 | 0.1755 |
| clock buffers | 257 | 5260 | 0.05774 |
| inverters | 14 | 52.55 | 0.0005768 |
| repair buffers | 296 | 2399 | 0.02633 |
| flip-flops and latches | 2080 | 62140 | 0.6821 |
| diodes | 9 | 22.52 | 0.0002472 |
| well taps | 3515 | 4398 | 0.04827 |
[critical path, stage by stage]
cell	delay, ns
sky130_fd_sc_hd__buf_8	0.47
sky130_fd_sc_hd__buf_4	0.64
sky130_fd_sc_hd__buf_4	0.51
sky130_fd_sc_hd__buf_4	0.56
sky130_fd_sc_hd__mux4_2	0.39
sky130_fd_sc_hd__o21ai_0	0.21
sky130_fd_sc_hd__a21oi_1	0.10
sky130_fd_sc_hd__nor3_1	0.74
sky130_fd_sc_hd__nor4_2	0.13
sky130_fd_sc_hd__buf_4	0.22
[routing by layer]
layer,vias to the layer above,share of wire,track usage
met1,19120,0.31,0.1744
met2,2345,0.48,0.2537
met5,-,0.0024,0.01315
li1,15600,-,-
met4,14,0.030,0.04105
met3,321,0.17,0.1340
No activity file was given, so power comes from the tool's default toggle rates.

==> flow/design.v <==
`timescale 1ns / 1ps
module bram_16x256(
    input clk,
    input [7:0] write_addr,
    input [15:0] write_data,
    input write_enable,
    input [7:0] read_addr,
    output reg [15:0] read_data
);
(* ram_style = "block" *)
reg [15:0] memory [255:0];
always_ff @(posedge clk) begin
    if (write_enable) begin
        memory [write_addr] <= write_data;
    end
    read_data <= memory [read_addr];
end
endmodule
`default_nettype none
`timescale 1ns / 1ps
module palette_memory(
    input wire clk,               
    input wire[7:0]  read_addr,   
    input wire[7:0]  write_addr,  
    input wire[15:0] write_data,
    input wire  write_enable,
    output reg [23:0] read_data  
    );
wire enable [1:0];
generate;
    genvar i;
    for(i=0; i<2; i++) begin: myram_gen
        assign enable[i] = write_enable && (write_addr[0] == i);
        bram_16x256 myram (
            .clk(clk),
            .write_addr({1'b0,write_addr[7:1]}),
            .write_data(write_data),
            .write_enable(enable[i]),
            .read_addr(read_addr),
            .read_data(read_data[((8*(1-i))+15-(8*(i))) -: (16-((i)*8))])
        );
    end
endgenerate
endmodule
==> flow/run.sh <==
#!/bin/bash
# OpenROAD 26Q1-2900-gdf79404cd8, Yosys 0.63+post, stock flow scripts
make -C /OpenROAD-flow-scripts/flow DESIGN_CONFIG=/design/flow/config.mk WORK_HOME=/design/flow/orfs finish
==> flow/config.mk <==
export PLATFORM = sky130hd
export DESIGN_NAME = palette_memory
export DESIGN_NICKNAME = palette_memory
export VERILOG_FILES = /design/flow/design.v
export SDC_FILE = /design/flow/constraint.sdc
export NUM_CORES = 4
export LEC_CHECK = 1
export CORE_UTILIZATION = 50
export SYNTH_MEMORY_MAX_BITS = 65536
==> flow/constraint.sdc <==
current_design palette_memory

set clk_period 18.0
set clk_io_pct 0.2

create_clock -name clk0 -period $clk_period [get_ports {clk}]

set non_clock_inputs [all_inputs -no_clocks]
set_input_delay [expr $clk_period * $clk_io_pct] -clock clk0 $non_clock_inputs
set_output_delay [expr $clk_period * $clk_io_pct] -clock clk0 [all_outputs]
==> flow_summary.ini <==
; generated from flow reports
[finish]
n_fill_cell = 16400
stdcell_count = 8435
ff_latch_area_mm2 = 0.0927
fin_util_pct = 57.2
area_delta_synth_final_pct = 13.2
post_route_cells_drive_above_1_share_pct = 33.7
comb_area_mm2 = 0.0243

[logic_synthesis]
ys_area_mm2 = 0.118
synthTopCellsByCount = edfxtp_1 (3072), mux4_2 (1008), nor2_1 (260)
synth_top_cell_by_count = edfxtp_1
top_area_share_pct = 78.2
ys_seq_elements = 3096
avgSynthCellArea_um2 = 25.2
ys_types = 17
syn_area_mm2 = 0.118
async_flop_share_pct = 0
ys_cells = 4689
yosysWarnings = 4
edf_count = 3072
synth_cells = 4689
area_leaders = edfxtp_1 (78%), mux4_2 (19%), nor2_1 (0.83%)
postSynthSeqShare_pct = 78.6
top_area_cell = edfxtp_1
yosys_most_used_dff = edfxtp_1

[critical_path]
reg2regPathDepth = 4
path_common_cell = buf_4
rrSetupSlack_ns = 15.52
cp-end-kind = flip-flop
cp-start-kind = input pin
critPathMaxFanout = 75
arrival_ns = 8.66
critPathMaxStageDelay_ns = 0.65
path_cells = buf_8 > buf_4 > buf_4 > buf_4 > buf_4 > mux4_2 > mux4_2 > mux4_2 > mux2_2
crit_type = input pin to flip-flop
critPathSlowestCell = buf_4
cp.required_ns = 18.81

[drt]
num_vias = 51000
ant_nets = 0
drt-wirelength-per-cell_um = 32.1
drt_iter0_drc = 3179
avgViaCountPerCell = 6.04
drc = 0
drtPass1Iterations = 7
wl_um = 271000

[global_route]
grt.total_usage_pct = 26.9
grt_max_degree = 115
grt.overflow.total = 0
antenna_found_initial = 19
grt_pass1_wl_um = 395000
grt_pass1_vias = 57000

[timing]
tns_ns = 0
finalSetupViolations = 0
grt_setup_unrepaired = false
skew_ns = 0.0649
worstMarginPinSlew_ns = 1.04
period_minus_slack_ns = 7.85
fin_crit_sh_pct = 43.6
slew_headroom_pct = 30.2
drv_slew = 0
finalHoldViolations = 0
fmax_ghz = 0.127

[clock_tree]
cts_setup_buffers = 0
cts_htree_levels = 5
cts.repair.resized = 0
cts_tree = done
ctsHoldBuffers = 0
cts_sinks = 3096
clock_latency_ns = 0.93
clk_pin_slew_ns = 0.06
cts_made_buffers = 330
clk_path_buf_depth = 4
cts_root_buffer = clkbuf_16

[run]
warnings = 30
maxCapViolCount = 0

[die]
die_x_um = 488
initCoreUtil_pct = 50.5
fp.dieH_um = 488
ios = 58
core_mm2 = 0.233
fp-row-count = 177
dieArea_mm2 = 0.238

[power]
peakVddDrop_uv = 85.6
power.density_mw_per_mm2 = 113
leakagePower_uw = 0.0410

[placed_design]
port_buffers = 56
placed_cells_incl_taps = 7861
place_hpwl_um = 159000
routabilityCongestion = 0.829

[run_status]
status = complete, no violations

[hold_path]
hold_class = flip-flop to flip-flop
hold_path_depth = 4
-- registers in the layout, indices dropped and copies added (netlist names) --
name / flops
myram_gen.myram.read_data: 24
myram_gen.myram.memory: 3072
-- per-stage QoR --
stage / worst slack, ns / area, um^2 / power [uW] / hold slack, ns
after floorplan: 11.75 / 118000 / 8480 / 1.07
after global placement: 9.05 / 123000 / 8830 / 1.13
after detailed placement: 9.06 / 123000 / 8840 / 1.14
after CTS: 10.09 / 133000 / 15200 / 1.16
after global routing: 9.76 / 133000 / 15500 / 1.20
final: 10.15 / 133000 / 15000 / 1.17
-- placed cells by master, fill, tap and decap left out, drive strengths merged --
cell / instances
and3: 1
and3b: 1
buf: 260
bufinv: 21
clkbuf: 435
clkdlybuf4s50: 33
clkinv: 105
clkinvlp: 8
dfxtp: 24
diode: 3
edfxtp: 3072
inv: 8
mux2: 24
mux4: 1008
nand2: 22
nand3: 10
nand4: 1
nor2: 260
nor2b: 6
nor3b: 1
-- cell type report --
type,count,share of cell area [%]
antenna,3,0.00562
clock buffer,429,6.60
clock inverter,142,0.923
multi-input combinational,1334,18.2
sequential,3096,69.5
tap,3132,2.94
timing repair buffer,299,1.85
-- power breakdown --
group	internal [uW]	total, uW	switching, uW
combinational	290	705	415
sequential	7950	7970	18.6
clock	3730	6360	2630
total	12000	15000	3060
-- worst max-delay path, delay by kind of cell --
| kind | cells | cell delay [ns] |
|---|---|---|
| buffers and inverters | 5 | 3.00 |
| multiplexers | 4 | 1.82 |
-- logic make-up (layout without fill, tap and decap cells) --
family	after synthesis	after routing	synth area share, %
buffers and inverters	259	870	0.896
DFF	3096	3096	78.6
muxes	1032	1032	19.5
other	0	3	0
and+or+nand+nor	302	302	0.996
-- routing by layer --
metal / vias to the layer above / share of wire, % / track usage, %
li1: 21100 / - / -
met1: 26400 / 32 / 37.6
met2: 3020 / 48 / 37.8
met3: 432 / 17 / 19.6
met4: 16 / 2.8 / 5.64
met5: - / 0.068 / 0.429
-- final timing paths --
| path | from | end |
|---|---|---|
| max reg2reg | myram_gen[0].myram.memory[94][7] | myram_gen[0].myram.read_data[7] |
| min | myram_gen[1].myram.memory[20][2] | myram_gen[1].myram.read_data[2] |
| max | read_addr[2] | myram_gen[0].myram.read_data[4] |
| min reg2reg | myram_gen[1].myram.memory[20][2] | myram_gen[1].myram.read_data[2] |
Power and IR drop assume default switching activity.
